**./config.mk**
```make
export PLATFORM = sky130hd
export DESIGN_NAME = radix4_booth_encoder
export DESIGN_NICKNAME = radix4_booth_encoder
export VERILOG_FILES = /design/flow/design.v
export SDC_FILE = /design/flow/constraint.sdc
export NUM_CORES = 4
export LEC_CHECK = 1
export CORE_AREA = 10 10 79 79
export DIE_AREA = 0 0 89 89
```
**./constraint.sdc**
```tcl
current_design radix4_booth_encoder

set clk_period 3.2
set clk_io_pct 0.2

create_clock -name clk0 -period $clk_period

set non_clock_inputs [all_inputs -no_clocks]
set_input_delay [expr $clk_period * $clk_io_pct] -clock clk0 $non_clock_inputs
set_output_delay [expr $clk_period * $clk_io_pct] -clock clk0 [all_outputs]
```
**./design.v**
```verilog
module radix4_booth_encoder #(parameter WIDTH=16) (
    input [WIDTH - 1 : 0] A,   
    input [2:0] partial_B,   
    output reg [WIDTH : 0] P_reg,   
    output reg S,  
    output reg E   
);    
    always @(*) begin
        case(partial_B)
            3'b000 : begin
                P_reg <= 0;
                S <= 1'b0;
                E <= 1'b1;
            end
            3'b001 : begin
                P_reg <= { A[WIDTH - 1], A};
                S <= 1'b0;
                E <= ~A[WIDTH - 1];
            end
            3'b010 : begin
                P_reg <= { A[WIDTH - 1], A};
                S <= 1'b0;
                E <= ~A[WIDTH - 1];
            end
            3'b011 : begin
                P_reg <= A << 1;
                S <= 1'b0;
                E <= ~A[WIDTH - 1];
            end
            3'b100 : begin
                P_reg <= ~(A<<1);
                S <= 1'b1;
                E <= A[WIDTH - 1];
            end
            3'b101 : begin
                P_reg <= ~{A[WIDTH - 1], A};
                S <= 1'b1;
                E <= A[WIDTH - 1];
            end
            3'b110 : begin
                P_reg <= ~{A[WIDTH - 1], A};
                S <= 1'b1;
                E <= A[WIDTH - 1];
            end
            3'b111 : begin
                P_reg <= ~0;
                S <= 1'b1;
                E <= 1'b0;
            end
        endcase
    end
endmodule
```
**./run.sh**
```bash
#!/bin/bash
# OpenROAD 26Q1-2900-gdf79404cd8, Yosys 0.63+post, stock flow scripts
make -C /OpenROAD-flow-scripts/flow DESIGN_CONFIG=/design/flow/config.mk WORK_HOME=/design/flow/orfs finish
```
==> results.txt <==
Final GP Congestion: 0.801
Mapped Cells: 86
Via count: 849
Maximum ir drop on the vdd rail: 0.0734 mV
IO Port Bufs: 38
Number of global-route vias before repair: 876
Classification of the worst-slack hold path: input pin to output pin
Share of cells above drive strength 1: 16.7%
Top-Level Pins: 38
Tightest Pin Transition: 0.374 ns
RSZ-0062 raised after global routing: no
Critical path data arrival time: 2.44 ns
Final number of max-transition violations: 0
Leading post-synthesis cells by cell area: a32o_1 22%, a21oi_2 12%, o221ai_1 12%
# resized after CTS: 0
Max Fanout on Critical Path: 8
Total track usage: 6.80%
Avg Cell Area, Syn: 7.80 µm²
Yosys cell count: 86
Worst EP required: 2.56 ns
Count of hold-fix buffers inserted at cts: 0
Placed cells: 174
Run status: finished, final reports clean
Clk_buf instances: 0
Area of the placeable core: 4660 µm²
Setup Fix Bufs, Post-CTS: 0
OpenROAD warning count: 32
Type of the setup path with the least slack: input pin to output pin
Distinct cell type count of the synthesized netlist: 23
Final wirelength: 2750 µm
Cell taking the most area after synthesis: a32o_1
Most numerous cell in the Yosys netlist: a32o_1
Number of antenna violations at the first check in global routing: 0
Routed wirelength normalized by instance count: 15.8 µm
Setup-failing EPs final: 0
Chip Area: 7920 µm²
Dpl cell area: 1110 µm²
DR vias/cell: 4.88
List of most frequent post-synthesis cells: 15 x a32o_1, 9 x a21o_1, 9 x a21oi_2, 9 x o221ai_1, 7 x nand2_1
Kind of end point of the critical path: output pin
Setup total negative slack: 0 ns
Grt total ovfl: 0
Final core area utilization: 23.9%
Worst rel slew slack: 75.0%
Area of all sequential standard cells: 0 µm²
Critical Path Start Type: input pin
Die Y: 89 µm
Synth Cell Area: 671 µm²
Pwr/cell area: 169 nW/µm²
Registers: 0
Detailed-placement wirelength estimate: 2210 µm
Post-layout minimum cycle time: 3.08 ns
Antenna diode count: 0
Overall power of the completed layout: 188 µW
Non-Filler Instances: 174
Number of iterations in the first detailed-routing pass: 4
Maximum number of pins on one net before global-route repair: 21
Initial cell density of the core: 14.4%
Warnings, synthesis: 1
Number of violations of the max-capacitance limit: 0
Die Span X: 89 µm
Hold Violations, Final: 0
Area Growth Syn to Fin: 66.2%
Chip area from the yosys synthesis statistics: 671 µm²
Final instance area: 1110 µm²
Number of nets with antenna violations after routing: 0
Fmax: 0.324 GHz
Detailed Route Iter0 Violations: 57
Final critical-path share of the clock period: 96.4%
Fraction of synthesized cell area taken by the top area cell type: 22.4%
Site Rows: 25
Seq/Total Area, Yosys: 0%
Post-route DRC violation count: 0
Leakage component of the power: 0.000374 µW
Wire length of the first global-routing pass: 4490 µm
-- cell type report --
| type | instances | area [µm²] |
|---|---|---|
| Multi-Input combinational cell | 72 | 583 |
| Fill cell | 510 | 3550 |
| Inverter | 1 | 3.75 |
| Tap cell | 54 | 67.6 |
| Timing Repair Buffer | 47 | 460 |
-- where the power goes --
group | internal, µW | switching (µW)
logic | 114 | 74.2
registers | 0 | 0
clock network | 0 | 0
-- cell families (layout without fill, tap and decap cells) --
logic type	Yosys count	after routing	synth area share [%]
buffers and inverters	14	48	13.1
AND/OR/NAND/NOR	13	13	10.4
XOR/XNOR	2	2	5.41
AND-OR/OR-AND	57	57	71.1
-- cell usage in the layout (no fill, tap or decap), types with 2 or more instances in the layout --
cell	count
a21oi_2	9
nor2b_1	2
clkdlybuf4s50_1	38
a32o_1	15
a21oi_1	2
a31o_1	6
o221ai_1	9
nand2_1	7
a21o_1	9
o21ai_0	5
buf_4	8
-- worst paths after layout --
kind	startpoint	end	slack, ns	cells past startpoint
setup / recovery	partial_B[1]	P_reg[2]	0.12	6
hold / removal	A[0]	P_reg[0]	2.30	4
-- worst max-delay path, stage by stage --
cell	delay, ns
clkdlybuf4s50_1	0.45
buf_4	0.17
and2_0	0.36
o211ai_1	0.17
a21oi_2	0.16
clkdlybuf4s50_1	0.49
-- stage by stage --
step	setup slack (ns)	hold slack (ns)
after floorplan	1.14	1.32
after global placement	0.122	2.31
after detailed placement	0.125	2.30
after CTS	0.125	2.31
after global routing	0.0306	2.33
final	0.116	2.30
-- layer usage --
| metal | track usage (%) | share of wire (%) | vias up |
|---|---|---|---|
| met2 | 11.1 | 45 | 26 |
| met1 | 9.70 | 48 | 392 |
| met5 | 0 | 0 | - |
| li1 | - | - | 431 |
| met4 | 0 | 0 | 0 |
| met3 | 1.19 | 7.1 | 0 |
Power and IR drop assume default switching activity.
