File: ./design.v
module half_adder(
    input A,
    input B,
    output S,
    output Cout
);
    assign S = A ^ B;
    assign Cout = A & B;
endmodule
module full_adder(
    input A,
    input B,
    input C,
    output S,
    output Cout
);
    assign S = A ^ B ^ C;
    assign Cout = (A & B) | (B & C) | (A & C);
endmodule
module wallace_tree_compressor(
    input [19:0] pp0,
    input [20:0] pp1,
    input [20:0] pp2,
    input [20:0] pp3,
    input [20:0] pp4,
    input [20:0] pp5,
    input [20:0] pp6,
    input [19:0] pp7,
    input rest_S,
    output [31:0] final_part_0,
    output [31:0] final_part_1
);
wire [31:0] rearranged_pp0;
wire [30:0] rearranged_pp1; 
wire [26:0] rearranged_pp2; 
wire [22:0] rearranged_pp3;
wire [18:0] rearranged_pp4;
wire [14:0] rearranged_pp5;
wire [10:0] rearranged_pp6;
wire [7:0] rearranged_pp7;
wire rearranged_pp8;
assign rearranged_pp0 = {pp7[19:8], pp0};
assign rearranged_pp1 = {pp6[20:11], pp1};
assign rearranged_pp2 = {pp5[20:15], pp2};
assign rearranged_pp3 = {pp4[20:19], pp3};
assign rearranged_pp4 = pp4[18:0];
assign rearranged_pp5 = pp5[14:0];
assign rearranged_pp6 = pp6[10:0];
assign rearranged_pp7 = pp7[7:0];
assign rearranged_pp8 = rest_S;
wire [5:0] l1_ha_S;
wire [5:0] l1_ha_Cout;
half_adder l1_ha_0(
    .A(rearranged_pp7[2]),
    .B(rearranged_pp8),
    .S(l1_ha_S[0]),
    .Cout(l1_ha_Cout[0])
);
generate
    genvar i;
    for(i = 0; i < 5; i = i + 1) begin : L1_HA_GEN
        half_adder l1_ha_i(
            .A(rearranged_pp6[i+5]),
            .B(rearranged_pp7[i+3]),
            .S(l1_ha_S[i+1]),
            .Cout(l1_ha_Cout[i+1])
        );
    end
endgenerate
wire [10:0] l2_rearranged_pp6;
wire [8:0] l2_rearranged_pp7;
assign l2_rearranged_pp6 = {rearranged_pp6[10], l1_ha_S[5:1], rearranged_pp6[4:0]};
assign l2_rearranged_pp7 = {l1_ha_Cout[5:0], l1_ha_S[0], rearranged_pp7[1:0]};
wire l2_ha_S, l2_ha_Cout;
wire [7:0] l2_fa_S, l2_fa_Cout;
half_adder l2_ha_0(
    .A(l2_rearranged_pp6[2]),
    .B(l2_rearranged_pp7[0]),
    .S(l2_ha_S),
    .Cout(l2_ha_Cout)
);
generate
    genvar n;
    for(n = 0; n < 8; n = n + 1) begin : L2_FA_GEN
        full_adder l2_fa_i(
            .A(rearranged_pp5[n+5]),
            .B(l2_rearranged_pp6[n+3]),
            .C(l2_rearranged_pp7[n+1]),
            .S(l2_fa_S[n]),
            .Cout(l2_fa_Cout[n])
        );
    end
endgenerate
wire [14:0] l3_rearranged_pp5;
wire [11:0] l3_rearranged_pp6;
assign l3_rearranged_pp5 = {rearranged_pp5[14:13], l2_fa_S[7:0], rearranged_pp5[4:0]};
assign l3_rearranged_pp6 = {l2_fa_Cout[7:0], l2_ha_Cout, l2_ha_S, l2_rearranged_pp6[1:0]};
wire [1:0] l3_ha_S, l3_ha_Cout;
wire [10:0] l3_fa_S, l3_fa_Cout; 
half_adder l3_ha_0(
    .A(l3_rearranged_pp5[2]),
    .B(l3_rearranged_pp6[0]),
    .S(l3_ha_S[0]),
    .Cout(l3_ha_Cout[0])
);
half_adder l3_ha_1(
    .A(rearranged_pp4[16]),
    .B(l3_rearranged_pp5[14]),
    .S(l3_ha_S[1]),
    .Cout(l3_ha_Cout[1])
);
generate
    genvar j;
    for(j = 0; j < 11; j = j + 1) begin : L3_FA_GEN
        full_adder l3_fa_i(
            .A(rearranged_pp4[j+5]),
            .B(l3_rearranged_pp5[j+3]),
            .C(l3_rearranged_pp6[j+1]),
            .S(l3_fa_S[j]),
            .Cout(l3_fa_Cout[j])
        );
    end
endgenerate
wire [18:0] l4_rearranged_pp4;
wire [15:0] l4_rearranged_pp5;
assign l4_rearranged_pp4 = {rearranged_pp4[18:17], l3_ha_S[1], l3_fa_S[10:0], rearranged_pp4[4:0]};
assign l4_rearranged_pp5 = {l3_ha_Cout[1], l3_fa_Cout[10:0], l3_ha_Cout[0], l3_ha_S[0], l3_rearranged_pp5[1:0]};
wire [1:0] l4_ha_S, l4_ha_Cout;
wire [14:0] l4_fa_S, l4_fa_Cout;
half_adder l4_ha_0(
    .A(l4_rearranged_pp4[2]),
    .B(l4_rearranged_pp5[0]),
    .S(l4_ha_S[0]),
    .Cout(l4_ha_Cout[0])
);
half_adder l4_ha_1(
    .A(rearranged_pp3[20]),
    .B(l4_rearranged_pp4[18]),
    .S(l4_ha_S[1]),
    .Cout(l4_ha_Cout[1])
);
generate
    genvar k;
    for(k = 0; k < 15; k = k + 1) begin : L4_FA_GEN
        full_adder l4_fa_i(
            .A(rearranged_pp3[k+5]),
            .B(l4_rearranged_pp4[k+3]),
            .C(l4_rearranged_pp5[k+1]),
            .S(l4_fa_S[k]),  
            .Cout(l4_fa_Cout[k])
        );
    end
endgenerate
wire [22:0] l5_rearranged_pp3;
wire [19:0] l5_rearranged_pp4;
assign l5_rearranged_pp3 = {rearranged_pp3[22:21], l4_ha_S[1], l4_fa_S[14:0], rearranged_pp3[4:0]};
assign l5_rearranged_pp4 = {l4_ha_Cout[1], l4_fa_Cout[14:0], l4_ha_Cout[0], l4_ha_S[0], l4_rearranged_pp4[1:0]};
wire [1:0] l5_ha_S, l5_ha_Cout;
wire [18:0] l5_fa_S, l5_fa_Cout;
half_adder l5_ha_0(
    .A(l5_rearranged_pp3[2]),
    .B(l5_rearranged_pp4[0]),
    .S(l5_ha_S[0]),
    .Cout(l5_ha_Cout[0])
);
half_adder l5_ha_1(
    .A(rearranged_pp2[24]),
    .B(l5_rearranged_pp3[22]),
    .S(l5_ha_S[1]),
    .Cout(l5_ha_Cout[1])
);
generate
   genvar l;
   for(l = 0; l < 19; l = l + 1) begin : L5_FA_GEN
       full_adder l5_fa_i(
           .A(rearranged_pp2[l+5]),
           .B(l5_rearranged_pp3[l+3]),
           .C(l5_rearranged_pp4[l+1]),
           .S(l5_fa_S[l]),
           .Cout(l5_fa_Cout[l])
       );
   end
endgenerate
wire [26:0] l6_rearranged_pp2;
wire [23:0] l6_rearranged_pp3;
assign l6_rearranged_pp2 = {rearranged_pp2[26:25], l5_ha_S[1], l5_fa_S[18:0], rearranged_pp2[4:0]};
assign l6_rearranged_pp3 = {l5_ha_Cout[1], l5_fa_Cout[18:0], l5_ha_Cout[0], l5_ha_S[0], l5_rearranged_pp3[1:0]};
wire [1:0] l6_ha_S, l6_ha_Cout;
wire [22:0] l6_fa_S, l6_fa_Cout;
half_adder l6_ha_0(
    .A(l6_rearranged_pp2[2]),
    .B(l6_rearranged_pp3[0]),
    .S(l6_ha_S[0]),
    .Cout(l6_ha_Cout[0])
);
half_adder l6_ha_1(
    .A(rearranged_pp1[28]),
    .B(l6_rearranged_pp2[26]),
    .S(l6_ha_S[1]),
    .Cout(l6_ha_Cout[1])
);
generate
    genvar m;
    for(m = 0; m < 23; m = m + 1) begin : L6_FA_GEN
        full_adder l6_fa_i(
            .A(rearranged_pp1[m+5]),
            .B(l6_rearranged_pp2[m+3]),
            .C(l6_rearranged_pp3[m+1]),
            .S(l6_fa_S[m]),
            .Cout(l6_fa_Cout[m])
        );
    end
endgenerate
wire [30:0] l7_rearranged_pp1;
wire [27:0] l7_rearranged_pp2;
assign l7_rearranged_pp1 = {rearranged_pp1[30:29], l6_ha_S[1], l6_fa_S[22:0], rearranged_pp1[4:0]};
assign l7_rearranged_pp2 = {l6_ha_Cout[1], l6_fa_Cout[22:0], l6_ha_Cout[0], l6_ha_S[0], l6_rearranged_pp2[1:0]};
wire [1:0] l7_ha_S, l7_ha_Cout;
wire [26:0] l7_fa_S, l7_fa_Cout;
half_adder l7_ha_0(
    .A(l7_rearranged_pp1[2]),
    .B(l7_rearranged_pp2[0]),
    .S(l7_ha_S[0]),
    .Cout(l7_ha_Cout[0])
);
half_adder l7_ha_1(
    .A(rearranged_pp0[30]),
    .B(l7_rearranged_pp1[30]),
    .S(l7_ha_S[1]),
    .Cout(l7_ha_Cout[1])
);
generate
    genvar o;
    for(o = 0; o < 27; o = o + 1) begin : L7_FA_GEN
        full_adder l7_fa_i(
            .A(rearranged_pp0[o+3]),
            .B(l7_rearranged_pp1[o+3]),
            .C(l7_rearranged_pp2[o+1]),
            .S(l7_fa_S[o]),
            .Cout(l7_fa_Cout[o])
        );
    end
endgenerate
assign final_part_0 = {rearranged_pp0[31], l7_ha_S[1], l7_fa_S[26:0], rearranged_pp0[2:0]};
assign final_part_1 = {l7_ha_Cout[1], l7_fa_Cout[26:0], l7_ha_Cout[0], l7_ha_S[0], l7_rearranged_pp1[1:0]};
endmodule
File: ./run.sh
#!/bin/bash
# OpenROAD 26Q1-2900-gdf79404cd8, Yosys 0.63+post, stock flow scripts
make -C /OpenROAD-flow-scripts/flow DESIGN_CONFIG=/design/flow/config.mk WORK_HOME=/design/flow/orfs finish
File: ./config.mk
export PLATFORM = sky130hd
export DESIGN_NAME = wallace_tree_compressor
export DESIGN_NICKNAME = wallace_tree_compressor
export VERILOG_FILES = /design/flow/design.v
export SDC_FILE = /design/flow/constraint.sdc
export NUM_CORES = 4
export LEC_CHECK = 1
export CORE_AREA = 10 10 155 155
export DIE_AREA = 0 0 165 165
File: ./constraint.sdc
current_design wallace_tree_compressor

set clk_period 5.0
set clk_io_pct 0.2

create_clock -name clk0 -period $clk_period

set non_clock_inputs [all_inputs -no_clocks]
set_input_delay [expr $clk_period * $clk_io_pct] -clock clk0 $non_clock_inputs
set_output_delay [expr $clk_period * $clk_io_pct] -clock clk0 [all_outputs]
==> results.toml <==
# generated from flow reports
[worst_setup_path]
cp_max_fo = 1
cp-start-kind = "primary input"
critPathRequiredTime_ns = 4.00
cp-startpoint = "pp7[2]"
path_buffers = 4
crit_path_top_delay_cell = "fa_2"
crit_path_max_incr_delay_ns = 0.55
crit_chain = "buf_6, ha_4, inv_2, fa_1, inv_2, fa_2, fa_2, fa_2, fa_2, fa_1, buf_2"
crit_path_frequent_cell = "fa_2"
critPathArrivalTime_ns = 4.47
cp-end-kind = "output pin"
critical_path_class = "in -> out"
cp_top_family = "adder cells"

[grt]
grtUsageTotal_pct = 7.90
antenna_found_initial = 0
grt_start_max_net_pins = 2
grt_pass1_vias = 2694
grt_pass1_wl_um = 16100
gr-total-overflow = 0

[power]
p_leak_nw = 2.08
p_sw_share_pct = 39.6
total_power_mw = 1.53
ir_worst_vdd_mv = 0.169
internal_power_mw = 0.922
switchingPower_mw = 0.604
clkPwrFrac_pct = 0
combPwrFrac_pct = 100.0
p_per_area_nw_per_um2 = 296
sequentialPowerShare_pct = 0

[finish]
drive_gt1_share_pct = 31.0
ff_count = 0
area.combinational_um2 = 2520
nClkBuffers = 0
seqCellArea_um2 = 0
syn2layout_area_growth_pct = 73.7
nFillCells = 2131

[drt]
dr_wl_met3_um = 2170
drc_errors = 0
antenna_cells = 0
wire_per_inst_um = 16.4
dr.pass1.iters = 3
routed_wl_um = 10900
top_layer = "met3"
dr.first_iter.drc_count = 23
met2_length_um = 4890
vias = 2123
ant_nets = 0
vias_per_cell = 3.18
routedLengthMet1_um = 3860

[timing]
max_freq_mhz = 183
hold_viol = 0
fin_ws_ns = -0.465
max_slew_margin_pct = 88.3
slew_viol_final = 0
period_needed_ns = 5.47
setup_viol = 19
worstMarginPinSlew_ns = 0.174
rsz0062_at_grt = "yes"
holdWs_ns = 2.00
fin_crit_sh_pct = 109

[synthesis]
syn_inst = 242
post-synth-top-area-fraction_pct = 69.4
ys_sh_adder_pct = 76.5
area_leaders = "fa_1, buf_4, inv_1, ha_1"
synth_cell_types = 4
postSynthAreaPerCell_um2 = 12.3
ys_sh_mux_pct = 0
yosys.area_share.simple_pct = 0
yosysTopAreaCell = "fa_1"
logic_family = "adder cells"
ys_area_um2 = 2970
synth.yosys.num_cells = 242
most_common_cell = "fa_1"
ys_warn_count = 0
netlist_area_um2 = 2970
ys_seq_share_pct = 0
yosys.area_share.aoi_pct = 0
ys_sh_xor_pct = 0
synthTopCellsByCount = "fa_1, buf_4, inv_1"

[floorplan]
rows = 52
die-area_um2 = 27200
fp_util_pct = 14.6
die_height_um = 165
coreArea_um2 = 20400
die_x_um = 165
ios = 231

[clock_tree]
hold_buffers = 0
cts_setup_buffers = 0

[run_status]
status = "finished, violations left"
violations = "setup timing"

[placement]
portBuffers = 219
pre_cts_slack_ns = -1.25
hpwlAfterDp_um = 10700
gp_congestion = 0.960

[hold_path]
min_path_type = "in -> out"
hp-start = "pp0[0]"

[flow_run]
warning_count = 35
cap_violations = 0
-- worst paths after layout --
path	slack (ns)	cells after the start	to
setup / recovery	-0.47	11	final_part_0[14]
hold / removal	2.00	0	final_part_0[0]
-- through the flow --
stage	instances	utilization [%]	TNS, ns	instance area, um^2
after floorplan	242	-	-1.12	3040
after global placement	667	24.9	-27.19	5090
after detailed placement	667	24.9	-27.26	5090
after CTS	667	25.1	-7.88	5120
after global routing	667	25.3	-6.78	5160
final	667	25.3	-5.24	5160
-- cell usage in the layout (no fill, tap or decap), drive strengths merged --
cell type / count
inv: 58
fa: 103
dlygate4sd2: 14
dlymetal6s2s: 3
clkdlybuf4s15: 5
clkbuf: 2
clkdlybuf4s50: 153
ha: 17
buf: 42
-- what timing repair did --
action / 4_1_cts / 5_1_grt
resized: 255 / 17
pin swaps: 81 / 61
endpoints found under the hold margin: 0 / 0
cloned: 0 / 0
endpoints found under the setup margin: 33 / 28
-- power by group through the flow --
stage | combinational, mW | clock (mW) | sequential [mW]
4_1_cts | 1.62 | 0 | 0
5_1_grt | 1.77 | 0 | 0
6_report | 1.53 | 0 | 0
-- layer usage --
layer / vias to the layer above / global-route usage [%]
li1: 931 / -
met1: 999 / 8.81
met2: 193 / 13.1
met3: 0 / 5.33
met4: 0 / 0
met5: - / 0
-- cells by family after synthesis --
| kind of cell | Yosys count |
|---|---|
| adders and majority gates | 120 |
| buffers and inverters | 122 |
-- layout make-up --
class,instances,share of cell area [%]
tap,270,6.54
inverter,58,4.22
timing repair buffer,219,40.5
multi-input combinational,120,48.7
Power and IR drop assume default switching activity.
