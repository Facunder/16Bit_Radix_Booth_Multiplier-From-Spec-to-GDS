[design/flow/run.sh]
#!/bin/bash
# OpenROAD 26Q1-2900-gdf79404cd8, Yosys 0.63+post, stock flow scripts
make -C /OpenROAD-flow-scripts/flow DESIGN_CONFIG=/design/flow/config.mk WORK_HOME=/design/flow/orfs finish
[design/flow/constraint.sdc]
current_design Bit16Radix4BoothMultiplier

set clk_period 15.8
set clk_io_pct 0.2

create_clock -name clk0 -period $clk_period

set non_clock_inputs [all_inputs -no_clocks]
set_input_delay [expr $clk_period * $clk_io_pct] -clock clk0 $non_clock_inputs
set_output_delay [expr $clk_period * $clk_io_pct] -clock clk0 [all_outputs]
[design/flow/config.mk]
export PLATFORM = sky130hd
export DESIGN_NAME = Bit16Radix4BoothMultiplier
export DESIGN_NICKNAME = Bit16Radix4BoothMultiplier
export VERILOG_FILES = /design/flow/design.v
export SDC_FILE = /design/flow/constraint.sdc
export NUM_CORES = 4
export LEC_CHECK = 1
export CORE_UTILIZATION = 50
[design/flow/design.v]
module Bit16Radix4BoothMultiplier(
    input [15 : 0] A,
    input [15 : 0] B,
    output [31 : 0] product
);
wire [16 : 0] extend_B = {B, 1'b0};  
wire [16 : 0] partial_sum [7 : 0];  
wire [31 : 0] final_sum;
wire [31 : 0] final_carry;
wire tmp_cout;
generate 
        genvar i;
        for (i = 0; i < 8; i = i + 1) begin : Booth_Encoders
            Radix4BoothEncoder #(.length(16)) booth_encoder (
                .A(A),
                .partial_B(extend_B[2 * i + 2 : 2 * i]),
                .P_reg(partial_sum[i])
            );
        end
endgenerate
WallaceTree wallace_tree(
    .pp0(partial_sum[0]),
    .pp1(partial_sum[1]),   
    .pp2(partial_sum[2]),
    .pp3(partial_sum[3]),
    .pp4(partial_sum[4]),
    .pp5(partial_sum[5]),
    .pp6(partial_sum[6]),
    .pp7(partial_sum[7]),
    .final_sum(final_sum),
    .final_carry(final_carry)
);
SqrtCarrySelectAdder #(.WIDTH(32)) sqrt_carry_select_adder(
    .a(final_sum[31:0]),
    .b(final_carry[31:0]),
    .cin(1'b0),
    .sum(product),
    .cout(tmp_cout)
);
endmodule
module Radix4BoothEncoder (
    A,   
    partial_B,   
    P_reg
);    
    parameter length = 16;
    input [length - 1 : 0] A;   
    input [2:0] partial_B;   
    output reg [length : 0] P_reg;   
    always @(*) begin
        case(partial_B)
            3'b000 : P_reg <= 0;
            3'b001 : P_reg <= { A[length - 1], A};
            3'b010 : P_reg <= { A[length - 1], A};
            3'b011 : P_reg <= A << 1;
            3'b100 : P_reg <= -(A<<1);
            3'b101 : P_reg <= -{A[length - 1], A};
            3'b110 : P_reg <= -{A[length - 1], A};
            3'b111 : P_reg <= 0;
            default : P_reg <= 0;
        endcase
    end
endmodule
module SqrtCarrySelectAdder #(parameter WIDTH = 16) (
    input [WIDTH-1:0] a,
    input [WIDTH-1:0] b,
    input cin,
    output reg [WIDTH-1:0] sum,
    output cout
);
    localparam BLOCK_SIZE = $clog2(WIDTH);
    localparam NUM_BLOCKS = (WIDTH + BLOCK_SIZE - 1) / BLOCK_SIZE;
    wire [BLOCK_SIZE-1:0] sum_blocks [NUM_BLOCKS-1 : 0]; 
    wire [1:0] carry [NUM_BLOCKS : 0];
    assign carry[0] = {1'b0, cin};
    genvar i;
    generate
        for (i = 0; i < NUM_BLOCKS; i = i + 1) begin : blocks
            localparam START = i * BLOCK_SIZE;
            localparam END_WIDTH = (i+1) * BLOCK_SIZE - 1;
            localparam CURRENT_WIDTH = (END_WIDTH < WIDTH) ? BLOCK_SIZE : WIDTH - START;
            wire [CURRENT_WIDTH-1:0] partial_sum0, partial_sum1;
            wire carry_out0, carry_out1;
            BlockAdder #(.WIDTH(CURRENT_WIDTH)) block_adder_u1 (
                .a(a[START +: CURRENT_WIDTH]),
                .b(b[START +: CURRENT_WIDTH]),
                .cin(carry[i][0]),
                .sum(partial_sum0),
                .cout(carry_out0)
            );
            BlockAdder #(.WIDTH(CURRENT_WIDTH)) block_adder_u2 (
                .a(a[START +: CURRENT_WIDTH]),
                .b(b[START +: CURRENT_WIDTH]),
                .cin(carry[i][1]),
                .sum(partial_sum1),
                .cout(carry_out1)
            );
            assign sum_blocks[i] = carry[i][1] ? partial_sum1 : partial_sum0;
            assign carry[i+1] = {1'b0, carry[i][1] ? carry_out1 : carry_out0};
        end
    endgenerate
    integer j;
    always @(*) begin
        sum = {BLOCK_SIZE{1'b0}};  
        for (j = NUM_BLOCKS-1; j >= 0; j = j - 1) begin
            sum = {sum[WIDTH-BLOCK_SIZE-1:0], sum_blocks[j]};
        end
    end
    assign cout = carry[NUM_BLOCKS][1];  
endmodule
module BlockAdder #(parameter WIDTH = 4) (
    input [WIDTH-1:0] a,     
    input [WIDTH-1:0] b,     
    input cin,               
    output [WIDTH-1:0] sum,  
    output cout              
);
    wire [WIDTH:0] carry;
    assign carry[0] = cin;
    genvar i;
    generate
        for (i = 0; i < WIDTH; i = i + 1) begin : bit_addition
            assign sum[i] = a[i] ^ b[i] ^ carry[i];
            assign carry[i+1] = (a[i] & b[i]) | (b[i] & carry[i]) | (carry[i] & a[i]);
        end
    endgenerate
    assign cout = carry[WIDTH];
endmodule
module compressor32 #(parameter DATA_WIDTH = 8)
(
  input  [DATA_WIDTH - 1 : 0]  in1,
  input  [DATA_WIDTH - 1 : 0]  in2,
  input  [DATA_WIDTH - 1 : 0]  in3,
  output [DATA_WIDTH - 1 : 0]  sum, 
  output [DATA_WIDTH - 1 : 0]  carry
);
    generate
        genvar i;
        for (i = 0; i < DATA_WIDTH; i = i + 1) begin : bit_csa_unit
            assign sum[i] = in1[i] ^ in2[i] ^ in3[i];
            assign carry[i] = in1[i] & in2[i] | in2[i] & in3[i] | in3[i] &in1[i];
        end
    endgenerate
endmodule
module WallaceTree (
    input  [16:0] pp0,  
    input  [16:0] pp1,
    input  [16:0] pp2,
    input  [16:0] pp3,
    input  [16:0] pp4,
    input  [16:0] pp5,
    input  [16:0] pp6,
    input  [16:0] pp7,
    output [31:0] final_sum,
    output [31:0] final_carry
);
    wire [20:0] l1_u1_sum, l1_u2_sum, l1_u1_carry, l1_u2_carry;
    wire [26:0] l2_u1_sum, l2_u1_carry;
    wire [23:0] l2_u2_sum, l2_u2_carry;
    wire [30:0] l3_u1_sum, l3_u1_carry;
    wire [31:0] l4_u1_sum, l4_u1_carry;
    compressor32 #(.DATA_WIDTH(21)) cp32_l1_u1(
        .in1({{4{pp0[16]}}, pp0}),
        .in2({{2{pp1[16]}}, pp1, 2'b0}), 
        .in3({pp2, 4'b0}), 
        .sum(l1_u1_sum), 
        .carry(l1_u1_carry)
    ); 
    compressor32 #(.DATA_WIDTH(21)) cp32_l1_u2(
        .in1({{4{pp3[16]}}, pp3}),
        .in2({{2{pp4[16]}}, pp4, 2'b0}), 
        .in3({pp5, 4'b0}), 
        .sum(l1_u2_sum), 
        .carry(l1_u2_carry)
    ); 
    compressor32 #(.DATA_WIDTH(27)) cp32_l2_u1(
        .in1({{6{l1_u1_sum[20]}}, l1_u1_sum}),
        .in2({{5{l1_u1_carry[20]}}, l1_u1_carry, 1'b0}), 
        .in3({l1_u2_sum, 6'b0}), 
        .sum(l2_u1_sum), 
        .carry(l2_u1_carry)
    ); 
    compressor32 #(.DATA_WIDTH(24)) cp32_l2_u2(
        .in1({{3{l1_u2_carry[20]}}, l1_u2_carry}),
        .in2({{2{pp6[16]}}, pp6, 5'b0}), 
        .in3({pp7, 7'b0}), 
        .sum(l2_u2_sum), 
        .carry(l2_u2_carry)
    ); 
    compressor32 #(.DATA_WIDTH(31)) cp32_l3_u1( 
        .in1({{4{l2_u1_sum[26]}}, l2_u1_sum}),
        .in2({{3{l2_u1_carry[26]}}, l2_u1_carry, 1'b0}), 
        .in3({l2_u2_sum, 7'b0}), 
        .sum(l3_u1_sum), 
        .carry(l3_u1_carry)
    ); 
    compressor32 #(.DATA_WIDTH(32)) cp32_l4_u1( 
        .in1({l3_u1_sum[30], l3_u1_sum}),
        .in2({l3_u1_carry, 1'b0}), 
        .in3({l2_u2_carry, 8'b0}), 
        .sum(l4_u1_sum), 
        .carry(l4_u1_carry)
    );
    assign final_sum = l4_u1_sum;
    assign final_carry = {l4_u1_carry[30:0], 1'b0};
endmodule
==> flow_metrics.tcl <==
# yosys + openroad results
set metrics [dict create \
    ys_seq_share 0 \
    p_total_mw 2.044 \
    fin_crit_ns 17.60 \
    leakage_nw 5.124 \
    p_int_mw 1.155 \
    die_h_um 136.5 \
    synthTopLogicFamily "AND-OR/OR-AND gates" \
    drc 0 \
    critPathMaxStageDelay_ns 0.59 \
    rows 48 \
    pin_count 64 \
    worst_slack_ns -1.795 \
    p_seq_frac 0 \
    worstPathRequired_ns 12.64 \
    use_met2 0.7177 \
    avgSynthCellArea_um2 7.189 \
    path_class "input pin to primary output" \
    warnings 37 \
    slew_violations 0 \
    synthAdderAreaFrac 0.3365 \
    drtIter0Drc 1389 \
    overflow 0 \
    path_buffers 9 \
    ys_warn_count 3 \
    ys_area_mm2 0.009044 \
    cap_viol_max_count 0 \
    power_density_mw_per_mm2 169.4 \
    cpMostUsedCell "fa_2" \
    fp.dieW_um 136.5 \
    end_kind "primary output" \
    core-area_mm2 0.01748 \
    xor_share 0.04621 \
    combinationalPowerShare 1.000 \
    n_fill_cell 1445 \
    routed_wl_mm 42.74 \
    netlist-cell-type-count 65 \
    hold_ws_ns 7.138 \
    grt_max_degree 41 \
    drt_first_pass_iters 8 \
    via_count 11360 \
    mux_share 0.01923 \
    clockPowerShare 0 \
    crit_arrival_ns 14.44 \
    syn_inst 1258 \
    vias_per_cell 6.583 \
    ys_cells 1258 \
    crit_family "adder cells" \
    place_area_mm2 0.01185 \
    nClkBuffers 0 \
    worst_slew_pin_slew_ns 0.9312 \
    nFlopsAndLatches 0 \
    switching_power_mw 0.8890 \
    area_growth_syn_to_layout_pct 33.38 \
    gr-usage-met1 0.6324 \
    hold_class "input pin to primary output" \
    rsz0062_at_grt "true" \
    synthAoiAreaFrac 0.3431 \
    slew-limit-headroom 0.3713 \
    slowest_stage "or4_4" \
    violations "negative setup slack" \
    min_period_over_period 1.114 \
    holdBufCountCts 0 \
    stdcell_area_mm2 0.01206 \
    final_layout_size_suffix_gt1_frac 0.2855 \
    setup-tns-final_ns -8.170 \
    hold_violations 0 \
    grt.busiest_layer "met2" \
    portBuffers 64 \
    ff_latch_area_um2 0 \
    switching_share 0.4350 \
    syn_area_mm2 0.009044 \
    grtUsageTotal 0.4966 \
    worstPathMaxFanout 4 \
    place_hpwl_mm 34.46 \
    grt_pass1_wl_mm 64.29 \
    antenna_found_initial 1 \
    gp_congestion 1.119 \
    grtUsageMet3 0.2358 \
    grt_pass1_vias 10960 \
    status "finished with violations" \
    startpoint_type "input pin" \
    finalSetupViolations 7 \
    fp_util 0.5175 \
    post_drt_wl_per_cell_um 24.78 \
    dieArea_mm2 0.01863 \
    vdd_drop_max_mv 0.5014 \
    fmax_mhz 56.83 \
    final_antenna_net_count 0 \
    simple_gate_area_frac 0.1525 \
]
## routing by layer
metal  part of all wire  up-vias
li1                   -     4952
met1               0.35     5229
met2               0.42      933
met3               0.15      240
met4              0.068        2
met5             0.0013        -
## worst paths after layout
path | to | cells past startpoint | from | slack [ns]
max | product[30] | 42 | A[4] | -1.80
min | product[1] | 5 | A[1] | 7.14
## layout make-up
type / instances / area (um2) / share of cell area
antenna: 1 / 2.502 / 0.0002074
inverter: 114 / 434.2 / 0.03599
multi-input combinational: 1017 / 8457 / 0.7011
tap: 225 / 281.5 / 0.02334
timing repair buffer: 368 / 2888 / 0.2394
## power groups by stage
| stage | logic, mW | registers [mW] | clock network [mW] |
|---|---|---|---|
| CTS | 2.06 | 0 | 0 |
| finish | 2.04 | 0 | 0.00000000157 |
| global route | 2.33 | 0 | 0 |
## cells in the mapped netlist, drive strengths merged (14+ instances only)
cell    number  area share
buf         23       0.012
nor2b       14      0.0097
xnor2       33       0.037
nor3        15      0.0094
inv        107       0.044
a221oi      14       0.014
fa         136        0.30
a22oi       27       0.022
ha          24       0.033
a31oi       16       0.011
and2        15       0.010
mux2i       14       0.015
a211oi      19       0.016
o21ai      126       0.070
o221ai      19       0.018
nand2      120       0.050
o211ai      16       0.013
nor2        88       0.037
a21oi      126       0.070
o22ai       50       0.035
clkbuf     104       0.043
## layout by cell type (no fill, tap or decap), drive strengths merged, types with 19 or more instances in the layout
cell             n
a21oi          126
clkdlybuf4s50   39
xnor2           33
nor2            88
nand2          120
a22oi           27
buf            320
fa             136
o21ai          126
a211oi          19
ha              24
inv            106
o221ai          19
o22ai           50
## repair_timing
action | CTS | global route
pin swaps | 26 | 3
gates cloned | 0 | 0
setup endpoints to repair | 10 | 9
buffers inserted | 8 | 1
gates resized | 116 | 12
## logic make-up after synthesis
group	count (synthesis)
compound gates	489
buf+inv	241
simple gates	306
mux	17
xor+xnor	43
fa+ha+maj	162
## stage by stage
step	setup WS, ns	util	cells
2_1_floorplan	-1.517	-	1258
3_3_place_gp	-2.537	0.6781	1715
3_5_place_dp	-2.625	0.6781	1715
4_1_cts	-1.834	0.6872	1723
5_1_grt	-2.135	0.6901	1724
6_report	-1.795	0.6902	1725
No activity file was given, so power comes from the tool's default toggle rates.
